<file path="flow/design.v">
module CU(
  input startX, startY, startS, clk, rst,
  input[1:0] sel,
  output reg [2:0] y,
  output reg [2:0] s,
  output reg ldX,clrX,ldY,clrY,done);
  reg[2:0] Y;
  parameter[2:0] S0=3'b000, S1=3'b001, S2=3'b010, S3=3'b011, S4=3'b100;
  always@(posedge rst, posedge clk) 
    begin if (rst == 1) y <= S0; else y<=Y;end
  always@(y,startX,startY,startS,sel) begin
    case(y)
      S0: Y <= S1; 
      S1: if (startX==1) Y <= S2; else Y <= S0;
      S2: if (startY==1) Y <= S3; else Y <= S2;
      S3: if (startS==1) Y <= S4; else Y <= S3;
      S4: Y <= S1;
      default:Y<=S0;
    endcase
  end
  always@(y,startX, startY, startS, sel) begin
    {ldX,clrX,ldY,clrY,done}=0;
    case(y)
      S0: begin ldX=0; clrX=1; ldY=0; clrY=1; done=0;s = 3'b100; end
      S1: if (startX==1) begin ldX=1; clrX=0; ldY=0; clrY=0; done=0;s = 3'b100; end
      S2: if (startY==1) begin ldX=0; clrX=0; ldY=1; clrY=0; done=0;s = 3'b101; end
      S3: if (startS ==1)
        case(sel)
          2'b00: begin ldX=0; clrX=0; ldY=0; clrY=0; done=0;s = 3'b000; end
          2'b01: begin ldX=0; clrX=0; ldY=0; clrY=0; done=0;s = 3'b001; end
          2'b10: begin ldX=0; clrX=0; ldY=0; clrY=0; done=0;s = 3'b010; end
          2'b11: begin ldX=0; clrX=0; ldY=0; clrY=0; done=0;s = 3'b011; end
        endcase
      S4: begin ldX=0; clrX=0; ldY=0; clrY=0; done=1; end
    endcase
  end
endmodule
module DU (
  input clk,rst,ldX,ldY,clrX,clrY,
  input[2:0] s,
  input [3:0] Xin,Yin,
  output [7:0] Z);
  reg [7:0] ALUout;
  reg [3:0] Yout,Xout;
  always @ (posedge clk, posedge rst) begin
    if (rst) Xout <= 0;
    else if (clrX) Xout <= 0;
    else if (ldX) Xout <= Xin; 
    else Xout <= Xout;
  end
  always @ (posedge clk, posedge rst) begin
    if (rst) Yout <= 0;
    else if (clrY) Yout <= 0; 
    else if (ldY) Yout <= Yin; 
    else Yout <= Yout;
  end	
  always @ (Xout,Yout,s)
    case (s)
      3'b000:  ALUout = Xout + Yout; 
      3'b001:  ALUout = Xout - Yout;
      3'b010:  ALUout = Xout * Yout;
      3'b011:  ALUout = Xout / Yout;
      3'b100:	ALUout = Xout;
      3'b101:	ALUout = Yout;
    endcase
  assign Z = ALUout;
endmodule
module calculator(
	input clk, rst, startX, startY, startS,
	input Ri1,Ri2,Ri3,Ri4,Ci1,Ci2,Ci3,Ci4,
	output done,
	output[2:0] y,
	output[2:0] s,
	output[7:0] Z,
	output[6:0] segment1,segment2,
	output Ro1,Ro2,Ro3,Ro4
	);
	wire [3:0] Xin,Yin;
	wire [1:0] sel;
	wire ldX,ldY,clrX,clrY;
	wire clkout;
	decoder_prescaler u7(.clkin(clk),.clkout(clkout));
	DU u1(.clk(clk),.rst(rst),.ldX(ldX),.ldY(ldY),
			.clrX(clrX),.clrY(clrY),.s(s),
			.Xin(Xin),.Yin(Yin),.Z(Z));
	CU u2(.startX(startX),.startY(startY),
			.startS(startS),.clk(clk),.rst(rst),
			.sel(sel),.y(y),.s(s),.ldX(ldX), .clrX(clrX), 
			.ldY(ldY), .clrY(clrY),.done(done));
	pulser u3(.clk(clkout), .rst(rst),.R1(Ro1),
				 .R2(Ro2), .R3(Ro3), .R4(Ro4));
	decoder u4 (
		.clk(clkout),.rst(rst),
		.R1(Ri1),.R2(Ri2),.R3(Ri3),.R4(Ri4),
		.C1(Ci1),.C2(Ci2),.C3(Ci3),.C4(Ci4),
		.Xin_o(Xin),.Yin_o(Yin),.sel_o(sel));
	hexseg u5(
		.in(Z),.segment1(segment1),.segment2(segment2));	
endmodule
module decoder (
  input clk,rst,
  input R1,R2,R3,R4,C1,C2,C3,C4,
  output [3:0] Xin_o, Yin_o,
  output reg [1:0] sel_o);
  wire [7:0] key;
  reg [3:0] out;
  assign key = {R1,R2,R3,R4,C1,C2,C3,C4};
  assign Xin_o = out;
  assign Yin_o = out;
  always @ (posedge clk) begin
      out <= out; sel_o <= sel_o;
      case (key)
        8'b10001000: out<=1;
        8'b10000100: out<=2;
        8'b10000010: out<=3;
        8'b01001000: out<=4;
        8'b01000100: out<=5;
        8'b01000010: out<=6;
        8'b00101000: out<=7;
        8'b00100100: out<=8;
        8'b00100010: out<=9;
        8'b00010100: out<=0;
        8'b10000001: sel_o<=2'b00;
        8'b01000001: sel_o<=2'b01;
        8'b00100001: sel_o<=2'b10;
        8'b00010001: sel_o<=2'b11;
      endcase
    end
endmodule
module decoder_prescaler(input clkin, output clkout);
	reg[25:0] count;
	always@(posedge clkin)
		count <= count +1;
	assign clkout=count[23];
endmodule
module hexseg(
	input[7:0] in,
	output reg[6:0] segment1,
	output reg[6:0] segment2
	);
	reg[3:0]digit1,digit2;
	always@(in) begin 
		digit2 =in/10;
		digit1=in%10;end
	always @(digit1,segment1)
		begin
			case (digit1)
				4'b0000: segment1 <= 7'b1000000;  
				4'b0001: segment1 <= 7'b1111001;  
				4'b0010: segment1 <= 7'b0100100;  
				4'b0011: segment1 <= 7'b0110000;  
				4'b0100: segment1 <= 7'b0011001;  
				4'b0101: segment1 <= 7'b0010010;  
				4'b0110: segment1 <= 7'b0000010;  
				4'b0111: segment1 <= 7'b1111000;  
				4'b1000: segment1 <= 7'b0000000;  
				4'b1001: segment1 <= 7'b0010000;  
				default:  segment1 <= 7'b0111111;  
			endcase
		end
	always @(digit2,segment2)
		begin
			case (digit2)
				4'b0000: segment2 <= 7'b1000000;  
				4'b0001: segment2 <= 7'b1111001;  
				4'b0010: segment2 <= 7'b0100100;  
				4'b0011: segment2 <= 7'b0110000;  
				4'b0100: segment2 <= 7'b0011001;  
				4'b0101: segment2 <= 7'b0010010;  
				4'b0110: segment2 <= 7'b0000010;  
				4'b0111: segment2 <= 7'b1111000;  
				4'b1000: segment2 <= 7'b0000000;  
				4'b1001: segment2 <= 7'b0010000;  
				default:  segment2 <= 7'b0111111;  
			endcase
		end
endmodule
module pulser(
	input clk, rst,
	output reg R1,R2,R3,R4);
	reg [1:0] counter;
	always @(posedge rst, posedge clk)
		if (rst == 1) counter <= 0;
		else if (counter == 2'b11) counter <= 0;
		else counter <= counter + 1;
	always@(counter)
		case (counter)			
			2'b00: {R1,R2,R3,R4} = 4'b1000;
			2'b01: {R1,R2,R3,R4} = 4'b0100;
			2'b10: {R1,R2,R3,R4} = 4'b0010;
			2'b11: {R1,R2,R3,R4} = 4'b0001;
		endcase
endmodule
</file>
<file path="flow/run.sh">
#!/bin/bash
# OpenROAD 26Q1-2900-gdf79404cd8, Yosys 0.63+post, stock flow scripts
make -C /OpenROAD-flow-scripts/flow DESIGN_CONFIG=/design/flow/config.mk WORK_HOME=/design/flow/orfs finish
</file>
<file path="flow/config.mk">
export PLATFORM = sky130hd
export DESIGN_NAME = calculator
export DESIGN_NICKNAME = calculator
export VERILOG_FILES = /design/flow/design.v
export SDC_FILE = /design/flow/constraint.sdc
export NUM_CORES = 4
export LEC_CHECK = 1
export CORE_UTILIZATION = 40
</file>
<file path="flow/constraint.sdc">
current_design calculator

set clk_period 5.8
set clk_io_pct 0.2

create_clock -name clk0 -period $clk_period [get_ports {clk}]

set non_clock_inputs [all_inputs -no_clocks]
set_input_delay [expr $clk_period * $clk_io_pct] -clock clk0 $non_clock_inputs
set_output_delay [expr $clk_period * $clk_io_pct] -clock clk0 [all_outputs]
</file>
==> flow_summary.ini <==
; yosys + openroad results
[route]
num_antenna_cells = 0
wl_per_cell_um = 13.3
via_per_inst = 5.56
vias = 4984
first_iter_violations = 302
wl_mm = 11.9
dr.pass1.iters = 4
drc = 0
final_antenna_net_count = 0

[sta]
holdWs_ns = 0.408
relSlewSlack = 0.341
max_clock_freq_ghz = 0.386
finalHoldViolCount = 0
untimed_endpoints = 53
worstMarginPinSlew_ns = 0.988
rsz0062_at_grt = no
min_period_ns = 2.59
slew_violations = 0
skew_ns = 0.00284
fin_crit_sh = 0.447
setup_viol = 0
finalSetupTns_ns = 0
unclocked_regs = 20

[setup_path]
cp.required_ns = 4.64
reg2regPathDepth = 7
endpoint_kind = output port
regToRegStartpoint = u7.count[2]$_DFF_P_
start_kind = flop
cp_max_fo = 9
reg2reg_slack_ns = 4.08
criticalPathCategory = reg2out
r2r-end = u7.count[23]$_DFF_P_
cp.arrival_ns = 1.43

[synthesis]
async_flop_share = 0.236
yosys_cells = 684
top_cells_by_area = ha_1 (15%), dfxtp_1 (9.8%), dfrtp_1 (5.9%)
yosysUniqueCellTypes = 77
syn_inst = 684
edf_count = 4
ys_area_um2 = 5510
syn_area_um2 = 5510
syn_area_per_cell_um2 = 8.06
ys.flops = 55
yosysWarnings = 6
top_area_cell = ha_1
synth_top_area_share = 0.154
ys.flop_type = dfxtp_1

[die]
fp_util = 0.413
io_pins = 46
rows = 42
core_um2 = 13300
die_h_um = 119
die_area_um2 = 14300
die_w_um = 119

[cts]
numCtsBuffers = 5
htreeDepth = 2
cts_tree = yes
cts_root_buf = clkbuf_16
postCtsHoldBufs = 0
clock_latency_ns = 0.27
clk_pin_slew_ns = 0.05
post_cts_buffers = 0
clockBufferDepth = 2
ctsResizeCount = 0

[grt]
grt_max_degree = 22
grt.overflow.total = 0
grt_pass1_vias = 4557
antenna_found_initial = 0
grt_pass1_wl_mm = 20.7
grt_util_all_layers = 0.176

[final_layout]
area_delta_synth_final_pct = 13.4
layout-drive-gt1-share = 0.0416
final_cell_mix = ha_1 (68), nor2_1 (62), inv_1 (53), a21oi_1 (46), nand2_1 (46)
stdcell_area_um2 = 6250
lay_top_count = ha_1

[place]
place_area_um2 = 6110
numPortBuffers = 45
hpwl_mm = 9.23
place_congestion = 0.881

[hold_path]
min_to = u7.count[0]$_DFF_P_
min_path_cells = 1
hold_class = reg2reg
min_from = u7.count[0]$_DFF_P_

[status]
run_status = finished clean

[flow_run]
warning_count = 45
maxCapViolations = 0
flip-flops by register name, summed over array words and instances, names as in the netlist:
signal / flops
u3.counter: 2
u1.Yout: 4
u4.out: 4
u2.s: 3
u7.count: 24
u2.y: 3
u4.sel_o: 3
u1.Xout: 4
u1.ALUout: 8
stage by stage:
step	setup slack [ns]	instances	utilization
after detailed placement	3.37	889	0.458
after global routing	3.11	897	0.468
final	3.21	897	0.468
after global placement	3.40	889	0.458
after floorplan	3.96	687	-
after CTS	3.19	897	0.468
cell type report:
cell class	instances	area [µm²]
clock buffers	6	129
multi-input cells	558	4080
fillers	1290	7100
repair buffers	46	458
flip-flops and latches	55	1150
clock inverters	2	11.3
inverters	54	203
well taps	176	220
worst max-delay path by stage:
stage	slack (ns)	endpoint	depth (start not counted)	from
finish	3.21	done	2	u2.y[0]$_DFF_PP0_
global route	3.11	done	2	u2.y[2]$_DFF_PP0_
CTS	3.19	done	2	u2.y[2]$_DFF_PP0_
logic make-up after synthesis:
| group | synth area share |
|---|---|
| latches | 0.0300 |
| buffers and inverters | 0.0533 |
| AOI/OAI and AO/OA | 0.259 |
| DFF | 0.179 |
| other | 0.000680 |
| adders and majority gates | 0.176 |
| muxes | 0.0324 |
| xor gates and xnor gates | 0.0715 |
| and+or+nand+nor | 0.198 |
critical path, stage by stage (launching register included):
cell and delay (ns):
dfrtp_1 0.46, nor3b_1 0.22, clkdlybuf4s50_1 0.48
routing by layer:
layer	global-route usage	routed length, µm	up-vias
met5	0	0	-
met4	0.0148	108	0
met3	0.0132	416	9
met2	0.280	5250	90
met1	0.276	6140	2327
li1	-	-	2558
cells in the mapped netlist, drive strengths merged (4+ instances only):
library cell,n
mux2i,10
o221ai,5
a22o,12
mux2,7
nor3b,5
o21ai,43
a211oi,8
a21oi,46
nand2b,9
and2,5
xor2,11
and3,14
nand2,46
nor4b,7
inv,53
a211o,5
dfxtp,27
a221oi,4
or3,7
clkbuf,14
dlxtn,11
o21a,12
fa,6
o211ai,6
edfxtp,4
dfrtp,13
nor2,62
buf,6
a21o,7
nand3,20
xnor2,34
nor3,18
o22ai,5
nor2b,10
ha,68
a31oi,9
o31ai,5
